==> flow/design.v <==
module reg_file#(parameter addr_width_p = 6, addr_width_q = 32)
(
	 input clk,
	 input wen_i,
	 input [addr_width_p -1:0] write_i,
	 input [addr_width_q -1:0] wd_i,
	 input [addr_width_p -1:0] read0_i,
	 input [addr_width_p -1:0] read1_i,
	 output [addr_width_q -1:0] read0_o,
	 output [addr_width_q -1:0] read1_o
);
 logic [addr_width_q -1:0] regf [2**addr_width_p -1:0];
 logic [addr_width_q -1:0] read0_a, read1_a;
 always_comb
 begin
	if((write_i == read0_i) && wen_i)
		read0_a = wd_i;
	else
		read0_a = regf[read0_i];
	if((write_i == read1_i) && wen_i)
		read1_a = wd_i;
	else
		read1_a = regf[read1_i];
 end
 assign read0_o = read0_a;
 assign read1_o = read1_a;
always_ff @(posedge clk) 
begin
	if(wen_i)
	begin
		regf[write_i] <= wd_i;
	end
end
endmodule
==> flow/run.sh <==
#!/bin/bash
# OpenROAD 26Q1-2900-gdf79404cd8, Yosys 0.63+post, stock flow scripts
make -C /OpenROAD-flow-scripts/flow DESIGN_CONFIG=/design/flow/config.mk WORK_HOME=/design/flow/orfs finish
==> flow/config.mk <==
export PLATFORM = sky130hd
export DESIGN_NAME = reg_file
export DESIGN_NICKNAME = reg_file
export VERILOG_FILES = /design/flow/design.v
export SDC_FILE = /design/flow/constraint.sdc
export NUM_CORES = 4
export LEC_CHECK = 1
export CORE_UTILIZATION = 40
==> flow/constraint.sdc <==
current_design reg_file

set clk_period 13.9
set clk_io_pct 0.2

create_clock -name clk0 -period $clk_period [get_ports {clk}]

set non_clock_inputs [all_inputs -no_clocks]
set_input_delay [expr $clk_period * $clk_io_pct] -clock clk0 $non_clock_inputs
set_output_delay [expr $clk_period * $clk_io_pct] -clock clk0 [all_outputs]
==> run notes <==
Implementation run completed; key figures follow.

Min path:
- The run gives the type of the worst min-delay path as in -> reg.
- The run gives the endpoint of the worst hold-timing path as regf[45][11].
- The startpoint identified for the worst hold timing path is wd_i[11].
- The report gives the cell count of the worst hold path as 1.

Final timing:
- The routed design could run at a clock period as short as 10.37 ns.
- The run puts the number of hold-slack violations in the final timing report at 0.
- The run puts the final clock period utilization by the worst path at 0.746.
- The flow reports an fmax of 0.0964 GHz.
- The run puts the final setup TNS at 0 ns.
- The run puts the count of final max-slew check failures at 0.
- The run gives the transition time at the pin with the least slew margin as 1.07 ns.
- Setup violations remaining at the end of the flow were counted as 0.
- The run puts the headroom to the max-slew limit at 0.283.
- Setup repair after global routing left no endpoint under its margin.

GRT:
- The run gives the total track usage as 0.296.
- The first global-routing pass estimated 456000 um of wire.
- The run puts the pin count of the biggest net entering global routing at 92.
- Recorded from the global router log, the overflow total was 0.
- The run gives the number of antenna violations at the first check in global routing as 11.
- The run puts the number of global-route vias before repair at 61.4k.

Yosys:
- Per the synth log, the flip-flop and latch total comes to 2048.
- After synthesis the cells add up to 95800 um2.
- Yosys reports a chip area of 95800 um2.
- The synthesis report lists the most area-consuming cells as edfxtp_1, mux4_2, mux2i_1, a22oi_1, mux2_2.
- The run gives the number of warning messages in the yosys log as 1.
- edfxtp_1 takes more of the synthesized area than any other cell.
- The run puts the post-synthesis instance total at 5287.
- Yosys mapped a number of flops with a built-in enable equal to 2048.
- The area fraction of the largest cell type after synthesis is 0.642.
- The run gives the number of standard cells reported by yosys as 5287.
- A synthesized cell averages 18.1 um2.
- The synthesis report gives the async set-or-reset register share as 0.
- The run gives the number of distinct library cells after synthesis as 52.
- Looking at the cell usage after synthesis, the top flip-flop cell is edfxtp_1.
- The run gives the register share after synthesis as 0.642.

Power:
- The run puts the post-route total power at 13.6 mW.
- The switching portion of total power comes to 0.237.
- The run gives the internal power as 10.4 mW.
- The run puts the combinational cell fraction of total power at 0.091.
- The run gives the maximum vdd ir drop as 0.0984 mV.
- The run gives the clock share of power as 0.404.
- The run puts the net load switching power at 3.23 mW.
- The run puts the power per cell area at 126 nW/um2.
- The run puts the leakage dissipation at 35.1 nW.
- The run gives the sequential fraction of design power as 0.505.

Clock tree:
- The run puts the number of sinks driven by the clock tree at 2048.
- The tree is rooted in a clkbuf_16.
- The run puts the number of resized instances in the post-cts repair step at 0.
- The run puts the deepest clock path buffer count at 3.
- The run gives the number of H-tree levels as 4.
- TritonCTS built the clock tree.
- The run puts the number of buffers inserted for hold repair after clock tree synthesis at 0.
- The run puts the clock transition at the registers of the reported paths at 0.06 ns.
- The run puts the number of setup buffers added after CTS at 0.
- The run gives the number of buffers added by the clock tree synthesis step as 209.

Floorplanning:
- The die is 491 um wide.
- The run puts the core box area at 238000 um2.
- The run gives the number of top-level design ports as 116.
- The run gives the die area as 241000 um2.
- From bottom edge to top edge, the die measures 491 um.
- At the floorplan stage, the core utilization is reported as 0.402.
- The report lists the number of standard-cell rows as 179.

Final layout:
- The run gives the fraction of final layout cells sized beyond drive strength 1 as 0.261.
- The largest register by flop count is regf.
- The run puts the area added between synthesis and finish at 12.5%.
- In the final layout, the registers with the most flip-flops are regf: 2048 flops.
- The run gives the number of flip-flops in the largest register as 2048.

Setup path:
- The run puts the critical path required time at 11.12 ns.
- The run gives the kind of start point of the critical path as an input pin.
- The run gives the data arrival time of the critical path as 7.59 ns.
- The run gives the type of the setup path with the least slack as in -> out.
- The run gives the maximum fanout count along the critical path as 71.
- The worst setup path is captured at an output port.

Routing:
- The run gives the via count as 56.3k.
- The run gives the count of routing violations after the opening detailed-route iteration as 4218.
- The run puts the detail-routed via count per cell at 6.43.
- The final layout contains routed wiring with a total length of 326000 um.
- The run gives the count of antenna-violating nets left after detailed routing as 0.
- The run gives the iteration tally of the first detailed-router pass as 26.
- The run gives the DRC violation count after routing as 0.
- The run gives the detailed-route wire length per cell as 37.2 um.

Status:
- The run finished with clean final reports.

Job:
- The number of maximum-capacitance violations recorded for the run is 0.
- The run gives the total number of warnings across the stage logs as 26.

Placement:
- The run puts the placed wire-length estimate after detailed placement at 193000 um.
- Input and output buffers added on the ports amount to 115.
- The final weighted congestion recorded by global placement is 0.922.
==> per-stage QoR <==
step | setup WS (ns) | util | std cells | hold slack (ns) | cell area, um2
final | 3.53 | 0.453 | 8758 | 2.20 | 108000
after global routing | 3.41 | 0.453 | 8753 | 2.18 | 108000
after CTS | 3.63 | 0.453 | 8753 | 2.14 | 108000
after detailed placement | 3.64 | 0.425 | 8371 | 3.06 | 101000
after global placement | 3.58 | 0.425 | 8371 | 3.04 | 101000
after floorplan | 6.62 | - | 5287 | 2.88 | 95800
==> cells in the mapped netlist (all sizes together), types with 2 or more instances <==
master / instances
a211o: 30
nand4: 33
o22ai: 62
or2: 2
a32oi: 31
mux2i: 776
nor3: 35
o31ai: 2
xor2: 5
nor4b: 2
a221oi: 123
and2: 4
nor2: 80
a2111oi: 2
nand2: 145
buf: 261
inv: 8
nand3: 104
or3: 4
a21oi: 42
edfxtp: 2048
a211oi: 34
o21ai: 34
nor4: 2
o2111ai: 4
mux4: 667
xnor2: 7
a31oi: 30
nand2b: 4
mux2: 125
clkbuf: 179
nor2b: 44
a22o: 30
a22oi: 321
==> critical path, stage by stage <==
cell and delay, ns:
buf_8 0.48, buf_4 0.56, buf_4 0.70, buf_4 0.76, mux2_2 0.29, o22ai_1 0.08, a221oi_1 0.30, a22oi_1 0.14
a31oi_1 0.40, a211o_1 0.34, clkdlybuf4s50_1 0.52
==> power by group through the flow <==
stage	clock, mW	sequential (mW)	combinational [mW]
after CTS	5.56	6.86	1.23
after global routing	5.77	6.86	1.30
final	5.49	6.86	1.24
==> logic make-up (layout without fill, tap and decap cells) <==
logic type	count (synthesis)	count (layout)	share of synthesized area
flip-flops	2048	2048	0.642
multiplexers	1568	1568	0.253
AND-OR/OR-AND	748	748	0.0584
AND/OR/NAND/NOR	462	462	0.0227
buffers and inverters	449	748	0.0231
XOR/XNOR	12	12	0.00110
other	0	5	0
==> worst max-delay path by stage <==
stage,start,end,cells after the start
CTS,read0_i[2],read0_o[14],11
global route,read0_i[2],read0_o[11],11
finish,read0_i[2],read0_o[14],11
==> cells in the final DEF (no fill, tap or decap), types with 34 or more instances in the layout <==
cell                n
edfxtp_1         2048
mux2i_1           776
mux4_2            664
a22oi_1           321
buf_4             232
clkbuf_16         210
nand2_1           144
mux2_2            125
a221oi_1          122
nand3_1           104
clkdlybuf4s50_1    76
nor2_4             71
o22ai_1            62
clkinv_1           55
clkinv_2           43
a21oi_1            42
nor2b_1            39
a211oi_1           34
clkbuf_1           34
==> per-layer routing <==
layer / vias up / share of wire / GRT usage
li1: 22800 / - / -
met1: 28400 / 0.30 / 0.319
met2: 4233 / 0.46 / 0.430
met3: 831 / 0.18 / 0.224
met4: 16 / 0.063 / 0.139
met5: - / 0.0016 / 0.0188
==> final cells by class <==
cell class	count	area (um2)
Fill cell	19700	130000
Sequential cell	2048	61500
Multi-Input combinational cell	2790	32700
Clock buffer	244	5380
Tap cell	3167	3960
Timing Repair Buffer	357	2960
Clock inverter	138	1230
Inverter	9	43.8
Antenna cell	5	12.5
No activity file was given, so power comes from the tool's default toggle rates.
